===== design/flow/design.v =====
module clock_generator(
    input logic clk,
    output logic low_clk
);
logic [10:0] ct = 0;
always_ff @ (posedge clk) begin
    if (ct == 200) low_clk = 0;
    if (ct == 399) begin
        low_clk = 1;
        ct = 0;
    end else ct += 1;
end
endmodule

===== design/flow/run.sh =====
#!/bin/bash
# OpenROAD 26Q1-2900-gdf79404cd8, Yosys 0.63+post, stock flow scripts
make -C /OpenROAD-flow-scripts/flow DESIGN_CONFIG=/design/flow/config.mk WORK_HOME=/design/flow/orfs finish

===== design/flow/config.mk =====
export PLATFORM = sky130hd
export DESIGN_NAME = clock_generator
export DESIGN_NICKNAME = clock_generator
export VERILOG_FILES = /design/flow/design.v
export SDC_FILE = /design/flow/constraint.sdc
export NUM_CORES = 4
export LEC_CHECK = 1
export CORE_AREA = 10 10 70 70
export DIE_AREA = 0 0 80 80

===== design/flow/constraint.sdc =====
current_design clock_generator

set clk_period 2.7
set clk_io_pct 0.2

create_clock -name clk0 -period $clk_period [get_ports {clk}]

set non_clock_inputs [all_inputs -no_clocks]
set_input_delay [expr $clk_period * $clk_io_pct] -clock clk0 $non_clock_inputs
set_output_delay [expr $clk_period * $clk_io_pct] -clock clk0 [all_outputs]

==> reports/qor.yml <==
routing:
  via_per_inst: 3.583
  drt_wl_total_um: 828
  first_iter_violations: 5
  wl_per_cell_um: 8.039
  drc: 0
  drt_pass1_iterations: 4
  antenna_cells: 0
  vias: 369
  ant_nets: 0
final_timing:
  worst_pin_slew_ns: 0.4342
  hold_viol_final: 0
  grt_setup_unrepaired: "no"
  finalClockPeriodUsage_pct: 63.56
  report.final.setup_viol: 0
  fmaxAchievable_mhz: 582.7
  setup_tns_ns: 0
  finClkSkew_ns: 0.005140
  fin_crit_ns: 1.716
  final_max_slew_viol_count: 0
  slew_headroom_pct: 70.84
logic_synthesis:
  syn_area_per_cell_um2: 9.703
  largest_area_cell: "dfxtp_1"
  synth_cells: 53
  yosysChipArea_um2: 514.2
  yosys_warnings: 1
  ys_cells: 53
  top_cells_by_area: "dfxtp_1 47%, xor2_1 8.5%, ha_1 4.9%"
  yosys.cell_types.count: 21
  ys_seq_share_pct: 46.72
  synth_top_area_share_pct: 46.72
  syn-cell-area_um2: 514.2
  ys.flops: 12
placement:
  dp_cells: 100
  gp_congestion: 0.7869
  dpl_cell_area_um2: 581.8
  port_buffers: 1
  hpwl_um: 599.6
global_routing:
  grt_usage_pct: 2.751
  grt_pass1_vias: 381
  grt.overflow.total: 0
  grt_antenna_before_repair: 0
  grt_max_degree: 8
  grt_pass1_wl_um: 1504
final_layout:
  final_area_um2: 604.3
  post-route-util_pct: 17.69
  final_common_cell: "dfxtp_1"
  final_cell_mix: "12 x dfxtp_1, 5 x nor2_1, 5 x xor2_1"
  fin_cells: 103
  area_delta_synth_final_pct: 17.52
  seqCellArea_um2: 240.2
  n_fill_cell: 396
  drive_above_1_share_pct: 10.53
  comb_area_um2: 259.0
die:
  dieArea_um2: 6400
  io_pins: 2
  core_um2: 3416
  die_h_um: 80
  core.rowCount: 21
  die_width_um: 80
  fp_util_pct: 15.05
clock_tree:
  path_clk_slew_ns: 0.07
  cts_max_level: 1
  tritoncts: "built"
  post_cts_buffers: 0
  clock-sinks: 12
  clk_latency_ns: 0.27
  cts_resized: 0
  numCtsBuffers: 3
  root_buffer: "clkbuf_4"
  cts_hold_buf: 0
  clock_path_buffers: 2
status:
  status: "finished, final reports clean"
worst_setup_path:
  crit_path_max_fanout: 5
  ff2ff_path_depth: 3
  worst_setup_path_start_kind: "flop"
  worstPathRequired_ns: 2.87
  arrival_ns: 1.88
  crit_type: "reg2reg"
  end_kind: "flop"
power:
  p_leak_uw: 0.0002523
  vdd_ir_drop_max_mv: 0.1958
  p_per_area_nw_per_um2: 464.4
run:
  openroad.warnings: 26
  max_cap_violations: 0
min_path:
  hold_depth: 1
  hold_path.class: "reg2reg"
## where the power goes
| part | total [µW] | internal [µW] | switching [µW] | leakage (µW) |
|---|---|---|---|---|
| clock | 104 | 51.5 | 52.3 | 0.0000138 |
| sequential | 177 | 177 | 0 | 0.0000966 |
| combinational | 0.000142 | 0 | 0 | 0.000142 |
## state kept, by name (all words and copies together) (netlist names)
signal / count
ct: 11
low_clk: 1
## worst paths after layout
check,to,from,slack (ns)
setup / recovery,low_clk$_SDFFE_PN1N_,ct[4]$_SDFF_PN0_,0.98
hold / removal,ct[0]$_SDFF_PN0_,ct[0]$_SDFF_PN0_,0.47
setup reg to reg,low_clk$_SDFFE_PN1N_,ct[4]$_SDFF_PN0_,0.98
hold reg to reg,ct[0]$_SDFF_PN0_,ct[0]$_SDFF_PN0_,0.47
## kinds of logic (layout without fill, tap and decap cells)
kind of cell	after synthesis	after routing	share of synthesized area, %
flip-flops	12	12	46.72
AND/OR/NAND/NOR	23	23	27.74
AND-OR/OR-AND	5	5	5.840
adder cells (fa/ha/maj)	2	2	4.865
buffers and inverters	4	8	2.919
XOR/XNOR	7	7	11.92
## final cells by class
class / count / area share, %
flip-flops and latches: 12 / 39.75
repair buffers: 1 / 1.656
inverters: 4 / 2.484
well taps: 46 / 9.524
multi-input cells: 37 / 42.86
clock buffers: 3 / 3.727
## cell usage after synthesis (all sizes together)
cell type  count
o31ai          1
xor2           5
ha             2
nand4          2
nor4           2
dfxtp         12
inv            4
xnor2          2
nand3          4
a21oi          2
or3b           1
or3            1
or4            3
nor2           5
a21o           1
nand2          3
o21ai          1
nor2b          1
nor3           1
## per-layer routing
metal	global-route usage, %	vias up	share of wire, %
met5	0	-	0
met4	1.232	0	2.3
met3	0.7955	2	2.9
met2	4.414	1	46
met1	3.322	172	49
li1	-	194	-
## worst max-delay path, stage by stage, from the launching register on
cell	delay (ns)
dfxtp_1	0.35
or4_4	0.56
or4_1	0.52
a21o_1	0.18
## stage by stage
| stage | worst slack, ns | hold slack (ns) | power (µW) |
|---|---|---|---|
| 6_report | 0.9839 | 0.4665 | 280.7 |
| 5_1_grt | 0.9367 | 0.4808 | 296.1 |
| 4_1_cts | 0.9858 | 0.4646 | 287.2 |
| 3_5_place_dp | 0.9969 | 0.4536 | 181.0 |
| 3_3_place_gp | 1.016 | 0.4416 | 181.0 |
| 2_1_floorplan | 1.040 | 0.4035 | 181.0 |
Power and IR drop assume default switching activity.
